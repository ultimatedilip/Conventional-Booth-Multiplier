--- /design/flow/run.sh ---
#!/bin/bash
# OpenROAD 26Q1-2900-gdf79404cd8, Yosys 0.63+post, stock flow scripts
make -C /OpenROAD-flow-scripts/flow DESIGN_CONFIG=/design/flow/config.mk WORK_HOME=/design/flow/orfs finish
--- /design/flow/config.mk ---
export PLATFORM = sky130hd
export DESIGN_NAME = Booth_v1
export DESIGN_NICKNAME = Booth_v1
export VERILOG_FILES = /design/flow/design.v
export SDC_FILE = /design/flow/constraint.sdc
export NUM_CORES = 4
export LEC_CHECK = 1
export CORE_UTILIZATION = 40
--- /design/flow/constraint.sdc ---
current_design Booth_v1

set clk_period 22.2
set clk_io_pct 0.2

create_clock -name clk0 -period $clk_period [get_ports {clk}]

set non_clock_inputs [all_inputs -no_clocks]
set_input_delay [expr $clk_period * $clk_io_pct] -clock clk0 $non_clock_inputs
set_output_delay [expr $clk_period * $clk_io_pct] -clock clk0 [all_outputs]
--- /design/flow/design.v ---
`timescale 1ns / 1ps
module Booth_v1 #(parameter WIDTH=32)(clk, start, multiplier, multiplicand, product, done);
    input clk, start;                                
    input [WIDTH-1:0] multiplier, multiplicand;      
    output [2*WIDTH-1:0] product;                    
    output done;                                     
    reg [2*WIDTH-1:0] product;                       
    reg done;                                       
    reg [2:0] state;                                 
    reg [4:0] count;                                 
    reg [WIDTH-1:0] A, Q, M;                         
    reg Q_1;                                         
    parameter IDLE = 3'b000;                         
    parameter INITIALIZE = 3'b001;                   
    parameter OPERATION = 3'b010;                    
    parameter ADD = 3'b011;                          
    parameter SUBTRACT = 3'b100;                     
    parameter SHIFT_RIGHT = 3'b101;                  
    parameter DONE = 3'b110;                         
    always @( posedge clk)
        begin
            case (state)  
            IDLE:
                if (start) state <= INITIALIZE;
                else state <= IDLE;
            INITIALIZE:
                begin
                    done = 0;
                    A = 0; 
                    Q_1 = 0;  
                    count = WIDTH;
                    M = multiplicand;
                    Q = multiplier;
                    state = OPERATION;
                end 
            OPERATION:
                begin 
                    case ({Q[0],Q_1})
                    2'b01: 
                        state = ADD;
                    2'b10: 
                        state = SUBTRACT;
                    2'b00,2'b11:
                        state = SHIFT_RIGHT;
                    endcase
                end 
            ADD: 
                begin
                    A = A + M;
                    state = SHIFT_RIGHT;
                end
            SUBTRACT: 
                begin 
                    A = A - M;
                    state = SHIFT_RIGHT;
                end
            SHIFT_RIGHT: 
                begin
                    {A,Q,Q_1} = {A[WIDTH-1],A,Q};   
                    count = count - 1;
                    if (count == 0) 
                        state = DONE; 
                    else
                       state= OPERATION;
                end
            DONE:
                done = 1;
            default: state = IDLE;
            endcase
            product = {A, Q};  
        end
endmodule 
==> results.toml <==
# physical design summary
[clock_network]
cts_tree = "built"
cts_sinks = 106
path_clk_slew_ns = 0.08
cts_setup_buffers = 0
numCtsBuffers = 9
cts_resized = 0
h-tree-depth = 3
ctsLongestPathBuffers = 2
clk_latency_ns = 0.36
root_buffer = "clkbuf_16"
hold_buffers = 0

[sta]
skew_ns = 0.01323
drv_slew = 0
slew_headroom_pct = 39.49
max_freq_mhz = 175.1
holdWs_ns = 0.6044
layout_worst_path_cycle_share_pct = 25.72
setup_violations = 0
fin_crit_ns = 5.710
worst_pin_slew_ns = 0.9070
finalSetupTns_ns = 0
hold_viol = 0
rsz0062_at_grt = "false"
layout_setup_ws_ns = 16.49

[critical_path]
rrSetupSlack_ns = 17.36
critPathKind = "register to output pin"
cp_slowest_cell = "clkdlybuf4s50_1"
critPathCaptureType = "output pin"
slowest_delay_ns = 0.49
crit_family = "buffers and inverters"
required_ns = 17.76
r2r_cells = 16
critical_path.cell_chain = "clkdlybuf4s50_1"
timing.rr.start = "M[6]"
cp-start-kind = "register"
worstPathArrival_ns = 1.27
cp_max_fo = 3
path_buffers = 1

[routing]
drt_iter0_drc = 359
wl_per_cell_um = 16.53
vias = 5071
wl_mm = 15.98
antenna_cells = 0
drtAntennaViolNets = 0
drcViolationCount = 0
via_per_inst = 5.244
drt-pass1-iter-count = 4

[place]
place_ws_ns = 16.84
port-buffer-count = 130
detailed_place_hpwl_mm = 11.41
gp_congestion = 0.9049
placedInstanceArea_um2 = 8082
dp_cells = 951

[global_route]
grt_start_max_net_pins = 40
grt_pass1_vias = 4870
overflow = 0
antenna_found_initial = 0
grt_usage_pct = 20.85
grt_pass1_wl_mm = 25.61

[synth]
common_cells = "106 x edfxtp_1, 63 x nor2_1, 61 x nand2_1"
syn_area_um2 = 6499
synth-seq-cells = 106
syn_area_per_cell_um2 = 10.55
yosys_warnings = 1
yosys.area.top_type = "edfxtp_1"
synth_top_cell_by_count = "edfxtp_1"
yosys_area_um2 = 6499
synth-edff-count = 106
ys_seq_share_pct = 48.98
synth-async-reset-ratio_pct = 0
synth_cell_types = 59
topCellsByArea = "edfxtp_1 49%, ha_1 6.5%, mux2i_1 4.9%, xor2_1 4.7%, o21ai_0 4.2%"
synth_top_area_share_pct = 48.98
flop_cell = "edfxtp_1"
netlist_instances = 616
ys_cells = 616

[layout]
final_area_um2 = 8358
fin_util_pct = 52.62
nFillCells = 1376
final_cells = 967
final_layout_size_suffix_gt1_share_pct = 5.326
area_growth_pct = 28.61

[pwr]
pwr-share-clk_pct = 11.1
pwr-share-seq_pct = 29.9
switching_share_pct = 41.77
internal_power_mw = 0.8152
power.switching_mw = 0.5848
power-per-cell-area_nw_per_um2 = 167.5
total_power_mw = 1.400
irDropWorstVdd_mv = 0.08870
comb_power_share_pct = 59.0
p_leak_nw = 3.142

[die]
row_count = 46
coreArea_um2 = 15890
fp_util_pct = 40.91
io_pins = 131
dieArea_um2 = 16760
die_h_um = 129.5
die_w_um = 129.5

[job]
cap_violations = 0
warning_count = 26

[status]
status = "complete, no violations"

[hold_path]
whs_path_depth = 2
hp-class = "register to register"
-- worst max path at each step --
stage,from,endpoint,depth (start not counted),slack (ns)
5_1_grt,register,product[61],1,16.42
4_1_cts,register,product[61],1,16.46
6_report,register,product[60],1,16.49
-- cells in the final DEF (no fill, tap or decap), types with 3 or more instances in the layout --
cell,n
clkdlybuf4s50_1,130
edfxtp_1,106
nand2_1,61
nor2_1,61
o21ai_0,54
a21oi_1,36
xor2_1,35
ha_1,34
mux2i_1,32
xnor2_1,22
inv_1,13
a21o_1,13
buf_4,11
nand2b_1,10
nor3_1,9
clkbuf_16,9
o211ai_1,8
or3_1,7
o31ai_1,7
nor2b_1,7
nand3_1,6
nand3b_1,5
and3_1,5
o41ai_1,4
inv_6,4
nor3b_1,3
nor4_1,3
nand4_1,3
or4_1,3
a21boi_0,3
o21a_1,3
-- kinds of logic after synthesis --
family	count (synthesis)	synth area share [%]
fa+ha+maj	35	6.854
compound gates	155	14.96
mux	32	4.929
flops	106	48.98
xor+xnor	57	7.682
buf+inv	35	2.041
simple gates	196	14.56
-- layer usage --
metal / up-vias / GRT usage, % / share of wire (%)
met4: 0 / 1.231 / 0.75
met3: 8 / 5.635 / 6.8
li1: 2556 / - / -
met5: - / 0 / 0
met2: 138 / 32.42 / 45
met1: 2369 / 32.34 / 47
-- layout make-up --
cell class	count	area, um^2	area share, %
Clock buffer	10	229.0	2.740
Clock inverter	6	47.55	0.5689
Inverter	13	48.80	0.5838
Multi-Input combinational cell	475	3196	38.23
Sequential cell	106	3183	38.08
Tap cell	216	270.3	3.234
Timing Repair Buffer	141	1384	16.56
-- power groups by stage --
stage                 combinational [mW]  clock (mW)  sequential [mW]
after global routing               0.921       0.168            0.431
after CTS                          0.829       0.161            0.421
final                              0.826       0.155            0.418
No activity file was given, so power comes from the tool's default toggle rates.
